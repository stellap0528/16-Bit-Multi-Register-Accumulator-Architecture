[flow/config.mk]
export PLATFORM = sky130hd
export DESIGN_NAME = Control_Unit
export DESIGN_NICKNAME = Control_Unit
export VERILOG_FILES = /design/flow/design.v
export SDC_FILE = /design/flow/constraint.sdc
export NUM_CORES = 4
export LEC_CHECK = 1
export CORE_UTILIZATION = 50
[flow/run.sh]
#!/bin/bash
# OpenROAD 26Q1-2900-gdf79404cd8, Yosys 0.63+post, stock flow scripts
make -C /OpenROAD-flow-scripts/flow DESIGN_CONFIG=/design/flow/config.mk WORK_HOME=/design/flow/orfs finish
[flow/constraint.sdc]
current_design Control_Unit

set clk_period 4.6
set clk_io_pct 0.2

create_clock -name clk0 -period $clk_period [get_ports {CLK}]

set non_clock_inputs [all_inputs -no_clocks]
set_input_delay [expr $clk_period * $clk_io_pct] -clock clk0 $non_clock_inputs
set_output_delay [expr $clk_period * $clk_io_pct] -clock clk0 [all_outputs]
[flow/design.v]
`timescale 1ns / 100ps
module Control_Unit (PCWrite,
                          IorM,
                          MemWrite,
                          IRWrite, 
                          ItypeSel,
                          Asel,
                          Bsel,
								  Awrite,
								  Bwrite,
								  RegWrite,
								  IsZeroWrite,
								  inDataWrite,
								  ALUCtrl,
								  Jcontrol,
								  ALUWrite,
								  destAdr,
								  destData,
								  MWrite,
                          CLK,
								  Reset,
								  Opcode,
								  Func,
								  toaccIn,
								  acc15,
								  noOp
                          );
   output PCWrite;
   output [1:0] IorM;
   output MemWrite;
   output IRWrite;
   output ItypeSel;
   output Asel;
   output Bsel;
	output Awrite;
	output Bwrite;
	output RegWrite;
	output IsZeroWrite;
	output inDataWrite;
	output [2:0] ALUCtrl;
	output [1:0] Jcontrol;
   output ALUWrite;
	output [1:0] destAdr;
	output [2:0] destData;
	output MWrite;
   input [3:0] Opcode;
	input	[2:0] Func;
	input 		toaccIn;
   input       CLK;
   input       Reset;
	input 		acc15;
	input			noOp;
   reg PCWrite;
   reg [1:0] IorM;
   reg MemWrite;
   reg IRWrite; 
   reg ItypeSel;
   reg Asel;
   reg Bsel;
	reg Awrite;
	reg Bwrite;
	reg RegWrite;
	reg IsZeroWrite;
	reg inDataWrite;
	reg [2:0] ALUCtrl;
	reg [1:0] Jcontrol;
	reg [4:0] state;
	reg ALUWrite;
	reg [1:0] destAdr;
	reg [2:0] destData;
	reg MWrite;
	reg [32:0] inst_count = 1;
	reg [32:0] cycle_count = 1;
	always @ (posedge CLK)
		begin
			if(Reset == 1)
				begin
				state = 0;
				end
			case (state)
				0:  
				begin
					PCWrite = 0;
					IorM = 0;
					MemWrite = 0;
					IRWrite = 1; 
					ItypeSel = 0;
					Asel = 1;
					Bsel = 0;
					Awrite = 0;
					Bwrite = 0;
					RegWrite = 0;
					IsZeroWrite = 0;
					inDataWrite = 1;
					ALUCtrl = 0;
					Jcontrol = 0;
					ALUWrite = 0;
					destAdr = 1;
					destData = 0;
					MWrite = 0;
					cycle_count = 1;
					if(Reset == 0) state = 1;
				end
				1:  
				begin					
					Awrite = 0;
					Bwrite = 0; 
					ALUWrite = 0;
					MemWrite = 0;
					RegWrite = 0;
					IsZeroWrite = 0;
					inDataWrite = 0;
					MWrite = 0;
					IRWrite = 0;
					IorM = 0;
					if (Opcode == 3 || Opcode == 4)
						PCWrite = 0;
					else 
						PCWrite = 1;
					Jcontrol = 0;
					if(noOp == 0) begin
						casez (Opcode)
							4'b000?:  
								state = 2;
							2:  
								state = 2;
							15:  
								state = 3;
							3:  
								begin
								state = 4;
								IorM = 2;
								end
							7:  
								state = 5;
							4'b10??:  
								begin
									if(Opcode != 9) state = 5;
									else state = 7;  
								end
							12:  
								state = 5;
							5:  
								begin
								state = 6;
								if(acc15 == 1)
									IorM = 2;
								end
							6:  
								begin
								state = 6;
								if(acc15 == 0)
									IorM = 2;
								end
							13:  
								state = 6;
							4:  
								begin
								state = 8;
								IorM = 2;
								end
						endcase
					end
				end
				2:  
				begin	
					PCWrite = 0;
					Awrite = 1;
					Bwrite = 1;
					Asel = 0;
					Bsel = 0;
					state = 9;
				end
				3:  
				begin
					PCWrite = 0;
					Awrite = 1;
					Asel = 1;
					Bwrite = 1;
					Bsel = 0;
					if(Func == 0 && toaccIn == 0)
						state = 12;
					else if (Func == 0 && toaccIn == 1)
						state = 11;
					else
						state = 10;			
				end
				4:  
				begin
					ItypeSel = 0;
					state = 20;
					Jcontrol = 2;
					PCWrite = 1;
					IorM = 2;
				end
				5:	 
				begin
					PCWrite = 0;
					ItypeSel = 0;
					Asel = 1;
					Awrite = 1;
					Bsel = 1;
					Bwrite = 1;
					state = 13;
				end
				6:  
				begin
					PCWrite = 0;
					ItypeSel = 1;
					Asel = 1;
					Awrite = 1;
					Bsel = 1;
					Bwrite = 1;
					Jcontrol = 1;
					if ((Opcode == 5 && acc15 == 1)||(Opcode == 6 && acc15 == 0))
					begin
						PCWrite = 1;
						state = 20;
					end
					else if (Opcode == 5 || Opcode == 6)
					begin
						state = 20;
					end 
					else
						state = 13; 
				end
				7:  
				begin
				PCWrite = 0;
				RegWrite = 1;
				destAdr = 1;
				destData = 1;
				state = 20;
				end
				8:  
				begin	
					PCWrite = 0;
					destAdr = 2;
					destData = 5;
					RegWrite = 1;
					ItypeSel = 0;
					Jcontrol = 2;
					PCWrite = 1;
					state = 20;
					IorM = 2;
				end
				9:
				begin  
						Bwrite = 0;
						ALUCtrl = 1;
						Asel = 1;
						Awrite = 1;
						ALUWrite = 1;
						if(Opcode == 0)
							state = 15;
						else if(Opcode == 1)
							state = 16;
						else if (Opcode == 2)
							begin
							state = 14;
							IorM = 2;
							end
				end
				10:  
				begin
					Awrite = 0;
					Bwrite = 0;
					ALUWrite = 1;
					IsZeroWrite = 1;
					ALUCtrl = Func;
					state = 17;
				end
				11:  
				begin
					Awrite = 0;
					Bwrite = 0;
					RegWrite = 1;
					destAdr = 1;
					destData = 2;
					state = 20;
				end
				12:  
				begin 
					Awrite = 0;
					Bwrite = 0;
					RegWrite = 1;
					destAdr = 0;
					destData = 3;
					state = 20;
				end	
				13:  
				begin
					Awrite = 0;
					Bwrite = 0;
					PCWrite = 0;
					case (Opcode)
						7:  
							ALUCtrl = 6;
						8:  
							ALUCtrl = 7;
						10:  
							ALUCtrl = 4;
						11:  
							ALUCtrl = 5;
						12:  
							ALUCtrl = 0;
						13:  
							ALUCtrl = 1;
					endcase
					ALUWrite = 1;
					IsZeroWrite = 1;
					state = 18;
				end
				14:  
				begin
					ALUWrite = 0;
					Awrite = 0;
					PCWrite = 1;
					Jcontrol = 3;
					state = 20;
					IorM = 2;
				end
				15:  
				begin
					Awrite = 0;
					ALUWrite = 0;
					IorM = 1;
					MWrite = 1;
					state = 21;
				end
				16:  
				begin
					ALUWrite = 0;
					Awrite = 0;
					MemWrite = 0;
					MemWrite = 1;
					IorM = 0;
					state = 20;
				end
				17:  
				begin
					ALUWrite = 0;
					IsZeroWrite = 0;
					destData = 0;
					RegWrite = 1;
					destAdr = toaccIn;
					state = 20;
				end
				18:  
				begin
					ALUWrite = 0;
					IsZeroWrite = 0;
					destAdr = 1;
					RegWrite = 1;
					destData = 0;
					state = 20;
				end
				19:  
				begin
					RegWrite = 0;
					MWrite = 0;
					destData = 4;
					RegWrite = 1;
					destAdr = 1;
					state = 20;
				end
				20:
				begin
					IRWrite = 1;
					Awrite = 0;
					Bwrite = 0;
					PCWrite = 0;
					RegWrite = 0;
					state = 1;
				end
				21:
				begin
					IorM = 0;
					state = 19;
				end
				default:
					state = 1;
			endcase
     end
endmodule
==> impl_metrics.toml <==
# synthesis and place-and-route metrics
[timing]
fin_skew_ns = 0.01655
rsz0062_at_grt = "false"
fin_tns_setup_ns = 0
hold_viol_final = 0
max_freq_mhz = 339.2
setup_violations = 0
tightest_slew_ns = 0.8443
whs_ns = 0.4722
period_minus_slack_ns = 2.948
slew_headroom_pct = 43.64
drv_slew = 0
finalClockPeriodUsage_pct = 64.10

[yosys]
yosysChipArea_mm2 = 0.003201
ys.flops = 51
synthArstFlopShare_pct = 0
synth_cells = 394
ys.flop_type = "dfxtp_1"
netlist_area_mm2 = 0.003201
yosys.cell_types.count = 59
avgSynthCellArea_um2 = 8.123
edf_count = 25
ys_seq_share_pct = 39.72
synth_warnings = 1
ys_cells = 394

[placement]
hpwlAfterDp_um = 6169
dp.cells = 475
place_congestion = 0.9929
port-buffer-count = 36

[power_and_ir_drop]
ir_worst_vdd_mv = 0.2673
powerDensity_mw_per_mm2 = 512.1
seq_power_share_pct = 37.1
total_power_mw = 1.852
internal_power_mw = 1.142
pwr-share-comb_pct = 47.7
p_switching_uw = 709.7
pwr-share-clk_pct = 15.2
p_leak_nw = 1.403
p_sw_share_pct = 38.33

[layout]
layout_top_cells = "nand2_1 (45), nor2_1 (41), clkdlybuf4s50_1 (36), o21ai_0 (32), a21oi_1 (30)"
drive_gt1_share_pct = 6.127
syn_to_final_growth_pct = 12.98
combGateArea_mm2 = 0.001718
nFillCells = 535
ff_latch_area_mm2 = 0.001271
stdcell_count = 483
lay_top_count = "nand2_1"

[critical_path]
crit_path_cell_trace = "clkdlybuf4s50_1 -> nand2b_1 -> o31a_1 -> o22ai_4 -> o41ai_1 -> nand4_1"
max_stage_delay_ns = 0.86
crit_arrival_ns = 3.22
cpMaxStageDelayCell = "clkdlybuf4s50_1"
crit_fanout = 26
r2r_slack_ns = 1.81
crit_type = "in2reg"
rr_worst_depth = 6
cp-end-kind = "register"
cp-start-kind = "primary input"
worstPathRequired_ns = 4.87

[cts]
path_clk_slew_ns = 0.11
cts_sinks = 51
cts-root-buf = "clkbuf_8"
cts_setup_buffers = 0
tritoncts = "built"
htree_num_levels = 2
cts_max_path_buffers = 2
cts_hold_buf = 0
clk_latency_ns = 0.32
cts_resized = 0
cts_made_buffers = 5

[min_path]
hp-class = "reg2reg"
min_to = "state[14]"
hold_start = "state[14]"
hold_depth = 2

[floorplan]
floorplan.core_util_pct = 52.81
fp.dieW_um = 82.01
core_mm2 = 0.006061
num_io_pins = 37
chipArea_mm2 = 0.006725
num_rows = 28
die_h_um = 82.01

[detailed_routing]
dr.first_iter.drc_count = 452
wl_per_cell_um = 18.17
wirelength_um = 8774
drcViolationCount = 0
ant_nets = 0
vias = 3015
drtPass1Iterations = 5
num_antenna_cells = 0
avgViaCountPerCell = 6.242

[global_routing]
grt_max_degree = 44
grt_pass1_wl_um = 13720
grt_remaining_overflow = 0
grt_pass1_vias = 2539
grt_usage_pct = 28.54
antenna_found_initial = 0

[run_status]
status = "finished clean"

[flow_run]
warning_count = 27
cap_viol_max_count = 0
## metrics by stage
| stage | worst slack (ns) | utilization [%] | cell area, um^2 |
|---|---|---|---|
| final | 1.652 | 59.66 | 3616 |
| after global routing | 1.483 | 59.66 | 3616 |
| after CTS | 1.691 | 59.66 | 3616 |
| after detailed placement | 1.361 | 58.05 | 3518 |
| after global placement | 1.442 | 58.05 | 3518 |
| after floorplan | 2.389 | - | 3201 |
## how the worst max path moves through the flow
stage	start	endpoint	slack [ns]	cells past startpoint
6_report	Opcode[1]	register	1.65	6
5_1_grt	Opcode[1]	register	1.48	6
4_1_cts	Opcode[1]	register	1.69	6
## final cells by class
cell class / count / share of cell area, %
Sequential cell: 51 / 35.16
Multi-Input combinational cell: 299 / 47.51
Clock inverter: 3 / 0.7958
Clock buffer: 5 / 1.903
Inverter: 8 / 0.8304
Timing Repair Buffer: 42 / 11.21
Tap cell: 75 / 2.595
## cells in the mapped netlist, drive strengths merged (6+ instances only)
cell,count,area [um^2]
nand4,7,43.79
o21ai,33,165.2
and3,8,50.05
clkbuf,13,48.80
nand2,46,180.2
a21oi,30,150.1
buf,23,132.6
nor2b,10,62.56
a21o,11,82.58
nor3,17,90.09
nand3,12,60.06
inv,8,30.03
nor4,6,52.55
edfxtp,25,750.7
dfxtp,26,520.5
nor2,41,153.9
nand2b,11,68.82
## sequential cells by signal, indices dropped and copies added, names as in the netlist, named ones only
name         cells
inDataWrite      1
Bwrite           1
state           21
ItypeSel         1
PCWrite          1
RegWrite         1
destAdr          2
destData         3
Bsel             1
Asel             1
IRWrite          1
MWrite           1
MemWrite         1
IsZeroWrite      1
Jcontrol         2
ALUCtrl          3
ALUWrite         1
IorM             2
Awrite           1
## worst max-delay path: cells and delay by family
family | cells | cell delay [ns]
simple gates | 2 | 0.35
buf+inv | 1 | 0.86
compound gates | 3 | 1.08
## kinds of logic (layout without fill, tap and decap cells)
logic type	Yosys count	in the layout	share of synthesized area, %
buffers and inverters	44	58	6.607
AOI/OAI and AO/OA	121	121	24.90
DFF	51	51	39.72
and+or+nand+nor	169	169	26.19
xor gates and xnor gates	7	7	1.916
muxes	2	2	0.6646
## power groups by stage
| stage | clock [mW] | combinational, mW | sequential, mW |
|---|---|---|---|
| after CTS | 0.283 | 0.869 | 0.688 |
| after global routing | 0.305 | 0.981 | 0.701 |
| final | 0.282 | 0.882 | 0.688 |
## layer usage
metal	GRT usage, %	wire length [um]	vias up
met5	0	0	-
met4	4.211	119	0
met3	7.779	912	9
met2	36.36	3629	157
met1	49.72	4113	1383
li1	-	-	1466
No activity file was given, so power comes from the tool's default toggle rates.
