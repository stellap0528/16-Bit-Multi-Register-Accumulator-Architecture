==> /design/flow/design.v <==
`timescale 1ns / 1ps
module Mux_16bit_6i_1o(
input [2:0] s,
input [15:0] a,
input [15:0] b,
input [15:0] c,
input [15:0] d,
input [15:0] e,
input [15:0] f,
output[15:0] r
    );
	 assign r = (s == 0)? a : (s == 1)? b : (s == 2)? c : (s == 3)? d : (s == 4)? e : f;
endmodule
==> /design/flow/run.sh <==
#!/bin/bash
# OpenROAD 26Q1-2900-gdf79404cd8, Yosys 0.63+post, stock flow scripts
make -C /OpenROAD-flow-scripts/flow DESIGN_CONFIG=/design/flow/config.mk WORK_HOME=/design/flow/orfs finish
==> /design/flow/config.mk <==
export PLATFORM = sky130hd
export DESIGN_NAME = Mux_16bit_6i_1o
export DESIGN_NICKNAME = Mux_16bit_6i_1o
export VERILOG_FILES = /design/flow/design.v
export SDC_FILE = /design/flow/constraint.sdc
export NUM_CORES = 4
export LEC_CHECK = 1
export CORE_AREA = 10 10 78 78
export DIE_AREA = 0 0 88 88
==> /design/flow/constraint.sdc <==
current_design Mux_16bit_6i_1o

set clk_period 4.9
set clk_io_pct 0.2

create_clock -name clk0 -period $clk_period

set non_clock_inputs [all_inputs -no_clocks]
set_input_delay [expr $clk_period * $clk_io_pct] -clock clk0 $non_clock_inputs
set_output_delay [expr $clk_period * $clk_io_pct] -clock clk0 [all_outputs]
==> GITHUB_STEP_SUMMARY <==
### Flow metrics

| Metric | Value |
|---|---|
| Post-detailed-routing wire length | 5958 µm |
| WS Path Type | in -> out |
| Post-CTS Hold Buffers | 0 |
| Post-synthesis instance area | 1110 µm² |
| Vias in the first global route | roughly 1700 |
| First-pass GRT wire length | 9032 µm |
| Core Util, Final | 0.5074 |
| Largest net degree at the start of global routing | 48 |
| GR Util All Layers | 0.1421 |
| Die Y | 88 µm |
| Status | complete, no violations |
| Flip-flops | 0 |
| WP depth | 7 |
| DIE AREA | approximately 7700 µm² |
| CP endpoint kind | output port |
| Final period utilization | 0.8255 |
| Ys cells | 198 |
| Critical Path Sink | r[10] |
| Share of layout cells above drive strength 1 | 0.03344 |
| Setup repair after global routing missed its margin | false |
| Register share after synthesis | 0 |
| Startpoint types | input port |
| Max_cap viols | 0 |
| Minimum clock period | 4.045 ns |
| Setup Total Neg Slack | 0 ns |
| Max FO, Critical Path | 16 |
| FMAX | 0.2472 GHz |
| Worst Tran Pin Value | around 0.68 ns |
| Initial Util | 0.2514 |
| Ant diodes | 0 |
| DRC violations left | 0 |
| Gr ovfl total | 0 |
| Worst-path cell chain | clkdlybuf4s50_1 -> buf_4 -> nand2b_2 -> nor2_4 -> a2bb2oi_1 -> o22ai_1 -> clkdlybuf4s50_1 |
| Worst rel slew slack | 0.5468 |
| Worst path most repeated cell | clkdlybuf4s50_1 |
| Via/cell ratio | approximately 5 |
| Synth cell types | 26 |
| Rows | 24 |
| CP arrival | 3.06 ns |
| Post-route ant nets | 0 |
| Yosys warnings | 0 |
| Yosys synthesis chip area | about 1100 µm² |
| Critical path buffers and inverters | 3 |
| Hpwl dp | 4806 µm |
| Core area | 4414 µm² |
| Cell count after synthesis | between 150 and 200 |
| CP peak stage delay | 0.54 ns |
| Max Slew Vio Count | 0 |
| Worst path top cell family by delay | buffers and inverters |
| Endpoints failing setup | 0 |
| Die span in x | 88 µm |
| Clock buffer count | 0 |
| Routed vias | about 1800 |
| Post-CTS Setup Bufs | 0 |
| Worst min path class | in -> out |
| I/O Pins | approximately 120 |
| Initial antenna violation count | 0 |
| VDD IR max | 0.06264 mV |
| Final Hold Fails | 0 |
| Flop area | 0 µm² |
| P&R area growth vs syn | 101.8% |
| Starting DRC count in detailed routing | 82 |
| Power Density | roughly 94 nW/µm² |
| Syn_area_per_cell | about 5.6 µm² |
| Tool Warnings | 32 |
| First-pass DRT Iterations | 4 |
| Worst path required time | 3.92 ns |
| Crit. Startpoint | s[1] |
| IO Port Bufs | 115 |
| Placer's final routability congestion estimate | 0.8675 |
| Pleak | approximately 0.00089 µW |
| Post-cts gate resize count | 0 |
| DR WL/cell | ~17 µm |
| CP max-delay cell | clkdlybuf4s50_1 |
| WHS | 2.969 ns |
-- final cells by class --
type / count / area (µm²)
fillers: 456 / 2175
repair buffers: 120 / 1184
multi-input cells: 177 / 983.4
well taps: 52 / 65.06
inverters: 2 / 7.507
-- logic make-up after synthesis --
family / Yosys count / share of synthesized area
simple gates: 82 / 0.3055
buf+inv: 21 / 0.1138
mux: 16 / 0.1443
compound gates: 79 / 0.4363
-- where the power goes --
group	internal [µW]	switching, µW	total, µW
Clock	0	0	0
Combinational	138	73.0	211
Sequential	0	0	0
Total	138	73.0	211
-- stage by stage --
step | setup slack [ns] | cell area, µm² | power [µW] | instances
2_1_floorplan | 2.153 | 1110 | 86.30 | 198
3_3_place_gp | 0.8815 | 2240 | 212.5 | 351
3_5_place_dp | 0.8584 | 2240 | 212.5 | 351
4_1_cts | 0.8389 | 2240 | 213.8 | 351
5_1_grt | 0.6563 | 2240 | 232.3 | 351
6_report | 0.8551 | 2240 | 211.3 | 351
-- cell usage in the layout, fill, tap and decap left out --
cell type and n:
o21ai_0 14, nor2b_1 1, buf_4 5, nand2b_2 1, inv_1 1, nor2_4 2
o22ai_1 14, a211oi_1 1, clkdlybuf4s50_1 114, nand3b_1 1, o22a_1 1, nor3_1 1
nand2_1 1, o21ai_1 1, a21oi_1 31, o21ba_1 1, mux2i_1 16, inv_2 1
a2bb2oi_1 15, and2b_1 1, nor2_1 74, a2111oi_0 1, buf_2 1
-- worst min-delay path by stage --
stage	slack [ns]	startpoint	cells after the start	end
CTS	2.98	c[5]	4	r[5]
global route	3.02	c[8]	4	r[8]
finish	2.97	c[5]	4	r[5]
-- per-layer routing --
metal  routed length [µm]  GRT usage  vias up
met5                    0          0        -
met4                    0          0        0
met3                  794    0.05800        0
met2                 2557     0.2229       89
met1                 2606     0.1902      753
li1                     -          -      908
-- synth_stat cells, types with 2 or more instances --
library cell / count / area share
nor2_4: 2 / 0.020
clkbuf_1: 4 / 0.014
a21oi_1: 31 / 0.14
o22ai_1: 14 / 0.079
nor2_1: 74 / 0.25
a2bb2oi_1: 15 / 0.12
mux2i_1: 16 / 0.14
buf_4: 3 / 0.020
buf_6: 2 / 0.020
buf_2: 8 / 0.036
o21ai_0: 14 / 0.063
-- worst min-delay path: stages --
cell             delay [ns]
clkdlybuf4s50_1        0.39
a21oi_1                0.12
o22ai_1                0.08
clkdlybuf4s50_1        0.41
Power is estimated from default activity; no workload was simulated.
