==> design.v <==
`timescale 1ns / 1ps
module Reg_File(
input clock,
input  [3:0] ra, wa,
input  [15:0] write_data, iszero_data, in_data,
input  reg_write, iszero_write, in_data_write,
output [15:0] acc_data,
output [15:0] read_data,
output [15:0] out_data
  );
reg [15:0] RF[15:0];
initial RF[0] = 0;
initial RF[1] = 1024;
initial RF[2] = 0;
initial RF[3] = 0;
initial RF[4] = 0;
initial RF[5] = 0;
initial RF[6] = 0;
initial RF[7] = 0;
initial RF[8] = 0;
initial RF[9] = 0;
initial RF[10] = 0;
initial RF[11] = 0;
initial RF[12] = 0;
initial RF[13] = 0;
initial RF[14] = 0;
initial RF[15] = 0;
	always @(posedge clock) begin
		if(in_data_write)
			RF[13] <= in_data;
		if(reg_write && (wa != 0 && wa != 3))
			RF[wa] <= write_data;
		if(iszero_write)
			RF[3] <= iszero_data;
	end
	assign read_data = RF[ra];
	assign acc_data = RF[15];
	assign out_data = RF[14];
endmodule
==> run.sh <==
#!/bin/bash
# OpenROAD 26Q1-2900-gdf79404cd8, Yosys 0.63+post, stock flow scripts
make -C /OpenROAD-flow-scripts/flow DESIGN_CONFIG=/design/flow/config.mk WORK_HOME=/design/flow/orfs finish
==> config.mk <==
export PLATFORM = sky130hd
export DESIGN_NAME = Reg_File
export DESIGN_NICKNAME = Reg_File
export VERILOG_FILES = /design/flow/design.v
export SDC_FILE = /design/flow/constraint.sdc
export NUM_CORES = 4
export LEC_CHECK = 1
export CORE_UTILIZATION = 30
==> constraint.sdc <==
current_design Reg_File

set clk_period 2.8
set clk_io_pct 0.2

create_clock -name clk0 -period $clk_period [get_ports {clock}]

set non_clock_inputs [all_inputs -no_clocks]
set_input_delay [expr $clk_period * $clk_io_pct] -clock clk0 $non_clock_inputs
set_output_delay [expr $clk_period * $clk_io_pct] -clock clk0 [all_outputs]
==> results.toml <==
# flow metrics
[outcome]
result_of_the_run = "completed"

[logic_synthesis]
yosys.stat.chipArea_um2 = 10100
synth-edff-count = 256
post-synth-top-area-cell = "sky130_fd_sc_hd__edfxtp_1"
ys_top_cells_by_area = "sky130_fd_sc_hd__edfxtp_1 76%, sky130_fd_sc_hd__mux4_2 12%, sky130_fd_sc_hd__mux2_2 3.6%"
postSynthRegisterBits = 256
cell_total_in_the_yosys_stat_output = 452
yosysSeqAreaShare_pct = 76.0
synth.cells.most_frequent = "256 x sky130_fd_sc_hd__edfxtp_1, 53 x sky130_fd_sc_hd__mux4_2, 32 x sky130_fd_sc_hd__a22oi_1, 32 x sky130_fd_sc_hd__mux2_2, 17 x sky130_fd_sc_hd__nand2_1"
synthesis.area_per_instance_um2 = 22.4
yosysTopAreaCellShare_pct = 76.0
synth.most_common_cell = "sky130_fd_sc_hd__edfxtp_1"
post_synth_inst_count = 452
synth-warning-count = 1
async_reset_ff_share_pct = 0
area_of_the_mapped_netlist_um2 = 10100
yosys_most_used_dff = "sky130_fd_sc_hd__edfxtp_1"
yosysUniqueCellTypes = 22

[cells_and_area]
final_cell_count_no_fill = 1091
registers.top_by_ff_count = "RF"
layout-drive-gt1-share_pct = 32.1
flow.area_growth_from_synthesis_pct = 29.2
biggestRegsByFlops = "RF: 256 flops"
area.sequential_um2 = 7690
largest_register_ffs = 256
n_fill_cell = 2919
layout.area.comb_um2 = 2420

[final_timing]
hold_slack_ns = 0.462
max_slew_margin_pct = 57.7
setup_violations = 0
finalHoldViolations = 0
timing.fmax_mhz = 364
number_of_pins_with_negative_max_slew_slack_in_the_final_report = 0
fin_crit_period_ns = 2.74
period_used_pct = 98.0
tightestPinTransition_ns = 0.635

[cts]
ctsHtreeMaxLevel = 1
cts.sinks = 256
tritoncts.num_buffers = 25
cts_hold_buf = 0
clock_tree_from_tritoncts = "done"
cts-root-buf = "sky130_fd_sc_hd__clkbuf_16"
cts_max_path_buffers = 3
clkTransAtPathRegs_ns = 0.06

[floorplanning]
floorplan.die_area_um2 = 34500
height_of_the_die_um = 186
core_util_at_fp_pct = 30.8
core-area_um2 = 32900
row_count = 66
die_width_um = 186
num_io_pins = 108

[detailed_routing]
detailed_routing_iteration_count_for_the_pre_antenna_repair_pass = 4
drt_drc_violations_left = 0
dr_total_vias = 5233
drt_wl_total_um = 23400
vias_per_cell = 4.80
route.antenna.remaining_nets = 0
wl_per_cell_um = 21.4
drtIter0Drc = 353

[place]
number_of_port_buffers = 107
gp_congestion = 0.876
hpwl_after_dpl_um = 15200
cell_count_after_placement = 1037

[grt]
grt_pass1_vias = 5874
grt_first_pass_wirelength_um = 34200
met1_usage_pct = 16.2
grt.met3_usage_pct = 11.6
gr-usage-all-layers_pct = 14.8
antenna_found_initial = 1
grt.met2_usage_pct = 22.7
grt_overflow = 0
grt_max_degree = 37
busiest_layer = "met2"

[job]
stage_log_warnings = 26
max_cap_violations = 0

[setup_path]
setup.worst_path.start_class = "input port"
crit_type = "in2out"
critPathCaptureType = "output port"
highest_fanout_seen_on_the_critical_path = 16
required_arrival_time_at_the_worst_endpoint_ns = 2.24
endpoint_arrival_time_on_the_critical_path_ns = 2.18

[power_and_ir_drop]
irDropWorstVdd_mv = 0.417
p_leak_nw = 4.28
power-per-cell-area_nw_per_um2 = 613
total_power_w = 0.00800

[worst_hold_path]
timing.hold.worst.class = "in2reg"
min_path_cells = 1
worst paths after layout:
kind | slack (ns) | from | endpoint
setup / recovery | 0.06 | ra[0] | read_data[4]
hold / removal | 0.46 | iszero_write | RF[3][3]$_DFFE_PP_
cell families (layout without fill, tap and decap cells):
kind of cell / after synthesis / count (layout) / synth area share [%]
mux: 96 / 96 / 18.2
compound gates: 32 / 32 / 2.38
flops: 256 / 256 / 76.0
buf+inv: 25 / 206 / 1.46
simple gates: 42 / 42 / 1.90
other cells: 1 / 17 / 0.0371
layout make-up:
cell class	count	share of cell area, %
diodes	1	0.0192
clock buffers	32	4.99
clock inverters	12	0.488
multi-input cells	186	18.6
flip-flops and latches	256	58.8
well taps	442	4.23
repair buffers	162	12.9
cells in the final DEF (no fill, tap or decap), types with 3 or more instances in the layout:
cell type	instances
sky130_fd_sc_hd__conb_1	16
sky130_fd_sc_hd__nor2_2	11
sky130_fd_sc_hd__clkbuf_1	7
sky130_fd_sc_hd__mux4_2	57
sky130_fd_sc_hd__clkbuf_16	25
sky130_fd_sc_hd__clkinv_2	4
sky130_fd_sc_hd__buf_12	12
sky130_fd_sc_hd__buf_4	39
sky130_fd_sc_hd__mux4_1	7
sky130_fd_sc_hd__edfxtp_1	256
sky130_fd_sc_hd__a22oi_2	10
sky130_fd_sc_hd__clkinv_1	5
sky130_fd_sc_hd__nor3_2	3
sky130_fd_sc_hd__a22oi_1	22
sky130_fd_sc_hd__mux2_2	32
sky130_fd_sc_hd__nand2_1	16
sky130_fd_sc_hd__clkdlybuf4s50_1	102
metal layers:
metal  part of all wire, %  wire length (µm)  up-vias
met1                    33              7800     2549
met5                     0                 0        -
li1                      -                 -     2271
met3                    17              3870       45
met4                   2.6               605        0
met2                    48             11100      368
worst max-delay path: stages:
cell,delay (ns)
sky130_fd_sc_hd__buf_16,0.12
sky130_fd_sc_hd__buf_12,0.18
sky130_fd_sc_hd__mux4_1,0.57
sky130_fd_sc_hd__a22oi_1,0.21
sky130_fd_sc_hd__nand2_1,0.10
sky130_fd_sc_hd__clkdlybuf4s50_1,0.42
power by group:
part	total (W)	switching (W)	internal [W]
clock	0.00296	0.00132	0.00164
sequential	0.00439	0.0000314	0.00436
combinational	0.000653	0.000287	0.000366
total	0.00800	0.00164	0.00636
per-stage QoR:
step / TNS [ns] / utilization, % / setup slack [ns] / cell area, µm²
6_report: 0 / 39.7 / 0.0564 / 13100
5_1_grt: -0.00848 / 39.7 / -0.00848 / 13100
4_1_cts: -0.000558 / 39.3 / -0.000558 / 12900
3_5_place_dp: -0.312 / 36.8 / -0.0766 / 12100
3_3_place_gp: -0.436 / 36.8 / -0.0760 / 12100
2_1_floorplan: 0 / - / 0.486 / 10200
what timing repair did:
item / in CTS / in global routing
pin swaps: 1 / 6
cloned: 1 / 0
resized: 5 / 25
setup buffers: 3 / 5
setup endpoints to repair: 12 / 16
Power and IR drop assume default switching activity.
